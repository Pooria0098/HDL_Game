File: flow/design.v
`timescale 1ns / 1ps
module Correlation(First_Num,Second_Num,Target_Num,
	Clock,Reset,Correct_guess,Out_cr);
	parameter size=6;
	input[size-1:0]First_Num,Second_Num,Target_Num;
	input Clock,Reset; 
	output reg[1:0]Correct_guess; 
	output reg[9:0]Out_cr;
	wire[size-1:0]num_First_Num,num_Second_Num;
	assign num_First_Num = calculate_correlation(First_Num,Target_Num);
	assign num_Second_Num = calculate_correlation(Second_Num,Target_Num);
	integer i;
	initial begin
		i=0;
		Out_cr=10'b000_000_0000;
		Correct_guess=2'b00;
	end
	always @(posedge Clock)begin
		Out_cr[i]<=1'b0;
		Out_cr[i+1]<=1'b0;
		if(!Reset)begin
			if(num_Second_Num>num_First_Num)begin
				Out_cr[i]<=1'b0;
				Out_cr[i+1]<=1'b1;
			end
			else if(num_Second_Num<num_First_Num)begin
				Out_cr[i]<=1'b1;
				Out_cr[i+1]<=1'b0;
			end
			else begin
				Out_cr[i]<=1'b1;
				Out_cr[i+1]<=1'b1;
			end
			if(num_Second_Num==size & num_First_Num==size )
				Correct_guess<=2'b11;
			else if(num_First_Num==size)
				Correct_guess<=2'b01;
			else if(num_Second_Num==size)
				Correct_guess<=2'b10;
			else
				Correct_guess<=2'b00;
			i<=i+2;
		end
		else begin
			Out_cr<=10'b000_000_0000;
			Correct_guess<=2'b00;
			i<=0;
		end
	end
	function [size-1:0] calculate_correlation;
		reg [size-1:0]counter;
		reg[size-1:0]cal_xor;
		input[size-1:0] XOR_inputNum,XOR_targetNum; 
		integer i;
		begin
			counter=0;
			for(i=0;i<size;i=i+1)begin
				cal_xor[i]=XOR_inputNum[i]^XOR_targetNum[i];
				if(cal_xor[i]==1'b0)
					counter=counter+1;
			end	
			calculate_correlation=counter;
		end
	endfunction
endmodule
`timescale 1ns / 1ps
module Decision(Out_wr,Correct_guess,Clock,Result);
	input Clock;
	input[1:0]Correct_guess,Out_wr;
	output[1:0]Result;
	reg [1:0]internal_result=2'b00;
	always@(posedge Clock)begin
		if(Correct_guess==2'b01)begin
			internal_result<=2'b01;
		end
		else if(Correct_guess==2'b10)begin
			internal_result<=2'b10;
		end
		else if(Correct_guess==2'b11)begin
			internal_result<=2'b11;
		end
		else begin
			internal_result<=2'bz;
			if(Out_wr==2'b01)
				internal_result<=Out_wr;
			else if(Out_wr==2'b10)
				internal_result<=Out_wr;
			else if(Out_wr==2'b11)
				internal_result<=Out_wr;
		end
	end
	assign Result=internal_result;
endmodule
`timescale 1ns / 1ps
module Frequency_division(Clock,Reset,Clock_division);
	input Clock,Reset;
	output Clock_division;
	reg [2:0] counter;
	reg result_one_zero;
	initial begin
		counter=0;
	end
	always@(posedge Clock)begin
		if(!Reset)begin
			if(counter==4)begin
				if(Clock)begin
					result_one_zero<=Clock;
					#10;
					result_one_zero<=~Clock;
					counter<=0;
				end 
			end
			else begin
				counter<=counter+1;
			end
		end
		else begin
			counter<=0;
			result_one_zero<=0;
		end
	end
	assign Clock_division=result_one_zero;
endmodule
`timescale 1ns / 1ps
module Top_module(First_Num,Second_Num,Target_Num,
	Clock,Reset,Result);
	parameter size=6;
	input[size-1:0]First_Num,Second_Num,Target_Num;
	input Clock,Reset; 
	output[1:0]Result; 
	wire [1:0]Correct_guess;
	wire [9:0]Out_cr;
	wire Clock_division;
	wire [1:0]Out_wr;
	Correlation uut_correlation (
		.First_Num(First_Num), 
		.Second_Num(Second_Num), 
		.Target_Num(Target_Num), 
		.Clock(Clock), 
		.Reset(Reset), 
		.Correct_guess(Correct_guess), 
		.Out_cr(Out_cr)
	);
	Frequency_division uut_frequency_division (
		.Clock(Clock), 
		.Reset(Reset), 
		.Clock_division(Clock_division)
	);
	Winner uut_winer (
		.Out_cr(Out_cr), 
		.Out_wr(Out_wr), 
		.Clock(Clock_division)
	);
	Decision uut_decision (
		.Out_wr(Out_wr), 
		.Correct_guess(Correct_guess), 
		.Clock(Clock), 
		.Result(Result)
	);
endmodule
`timescale 1ns / 1ps
module Winner(Out_cr,Out_wr,Clock);
	input[9:0]Out_cr;
	input Clock;
	output reg[1:0]Out_wr; 
	reg [3:0]counter_first;
	reg [3:0]counter_second;
	initial begin
		counter_first=2'b00;
		counter_second=2'b00;
		Out_wr=2'b00;
	end
	integer i;
	always@(posedge Clock)begin
		counter_first=0;
		counter_second=0;
		for(i=0;i<9;i=i+1)begin
			if(Out_cr[i]==1)
				counter_first=counter_first+1;
			i=i+1;	
			if(Out_cr[i]==1)
				counter_second=counter_second+1;
		end
		if(counter_first>counter_second)
			Out_wr=2'b01;
		else if(counter_first<counter_second)
			Out_wr=2'b10;
		else
			Out_wr=2'b11;
	end
endmodule
File: flow/run.sh
#!/bin/bash
# OpenROAD 26Q1-2900-gdf79404cd8, Yosys 0.63+post, stock flow scripts
make -C /OpenROAD-flow-scripts/flow DESIGN_CONFIG=/design/flow/config.mk WORK_HOME=/design/flow/orfs finish
File: flow/config.mk
export PLATFORM = sky130hd
export DESIGN_NAME = Top_module
export DESIGN_NICKNAME = Top_module
export VERILOG_FILES = /design/flow/design.v
export SDC_FILE = /design/flow/constraint.sdc
export NUM_CORES = 4
export LEC_CHECK = 1
export CORE_AREA = 10 10 70 70
export DIE_AREA = 0 0 80 80
File: flow/constraint.sdc
current_design Top_module

set clk_period 2.0
set clk_io_pct 0.2

create_clock -name clk0 -period $clk_period [get_ports {Clock}]

set non_clock_inputs [all_inputs -no_clocks]
set_input_delay [expr $clk_period * $clk_io_pct] -clock clk0 $non_clock_inputs
set_output_delay [expr $clk_period * $clk_io_pct] -clock clk0 [all_outputs]
==> flow report <==
RUN STATUS
---------------------------------------------------------------------------
Run status                                                     finished, violations left
Violations in the final reports                                setup timing

TIMING
---------------------------------------------------------------------------
Final setup violation count                                               2
Worst clock skew                                                0.000167 ns
Shortest period the worst path allows                               2.67 ns
Maximum frequency from static timing analysis                       375 MHz
Pins Over Slew Limit                                                      0
Min setup slack post-route                                        -0.667 ns
Setup repair after global routing missed its margin                    true
Final cycle utilization of the critical path                           1.33
Fin. Hold Viols                                                           0
Count of unclocked register or latch pins                                 1

WORST SETUP PATH
---------------------------------------------------------------------------
Worst path slowest cell                                        sky130_fd_sc_hd__a221o_1
Type of origin of the critical path                            primary input
Endpoint required time on the critical path                         2.29 ns
Crit-path max cell delay                                            0.33 ns
WS Path Type                                                   primary input to flop
Top Family by Delay on Critical Path                            adder cells
Critical Path Fanout Max                                                  2
Element type at the critical path end                                  flop
Data arrival time at the worst-slack endpoint                       2.96 ns
Worst path bufs/invs                                                      2
Cell chain of the critical path                                buf_6 -> xor2_2 -> ha_1 -> xnor3_2 -> ha_4 -> mux2_4 -> ha_4 -> mux2i_2 -> inv_1 -> ha_1 -> nand2_1 -> a221o_1 -> a21oi_2

PLACED DESIGN
---------------------------------------------------------------------------
Cell Count Post-Placement                                               191
Number of buffers added on ports                                         21
Setup slack at placement                                           -1.44 ns
Detailed-placement wirelength estimate                              1590 um
Final RePlAce weighted congestion                                     0.818

YOSYS
---------------------------------------------------------------------------
Count of instantiated cells in the yosys netlist                        105
Cell area after synthesis                                          957 um^2
Post-synthesis sequential area ratio                                  0.188
Number of synthesized flops with an enable pin                            0
Tally of yosys warning messages                                           5
Number of library cell types mapped by synthesis                         34
Asr flop ratio synth                                                      0
Cell count after synthesis                                              105
Ys flops                                                                  9
Post-synthesis cell type with the largest combined area        sky130_fd_sc_hd__dfxtp_1
Top cells by area                                              sky130_fd_sc_hd__dfxtp_1 19%, sky130_fd_sc_hd__ha_1 16%, sky130_fd_sc_hd__xor2_1 10%
Post-Syn Area per Cell                                            9.12 um^2
Yosys synthesis chip area                                          957 um^2
Top cell area share                                                   0.188
Library cell with the highest instance count after synthesis   sky130_fd_sc_hd__inv_1
Primary FF master, synth                                       sky130_fd_sc_hd__dfxtp_1
Commonest cells post-synth                                     16 x sky130_fd_sc_hd__inv_1, 12 x sky130_fd_sc_hd__ha_1, 11 x sky130_fd_sc_hd__xor2_1

ROUTE
---------------------------------------------------------------------------
Number of antenna diodes                                                  0
Post-route ant nets                                                       0
Detailed-route DRC error count                                            0
Count of vias placed by the detailed router                             862
Post-detailed-route via-to-cell ratio                                  4.23
DRC violation total after the first TritonRoute iteration                22
Wire per inst                                                       9.91 um
First-pass iteration count of the detailed router                         4
Wire length after detailed routing                                  2020 um

MIN PATH
---------------------------------------------------------------------------
Hold Path Class                                                clock port to flop

FINISH
---------------------------------------------------------------------------
Filler cell count in the final layout                                   309
Non-Filler Instances                                                    204
Synth-to-Final Area Change                                            65.4%
Share of cells above drive strength 1                                 0.392

CLOCK NETWORK
---------------------------------------------------------------------------
Clock latency on the worst-skew pair                                0.35 ns
CTS Hold Buffers Added                                                    0
CTS tree                                                                yes
Worst-path clk slew                                                 0.05 ns

GLOBAL ROUTING
---------------------------------------------------------------------------
Global-route wire length before repair                              3430 um
Total congestion overflow after global routing                            0
Pin count of the biggest net entering global routing                      7
Via count of the first global-routing pass                              970
Antenna violations before repair                                          0
All-layer global routing usage                                       0.0629

PWR
---------------------------------------------------------------------------
Worst-case vdd ir drop                                           0.000257 V
Total power divided by cell area                                807 nW/um^2
Power consumption                                                   1.28 mW
Leakage dissipation                                                0.706 nW

DIE
---------------------------------------------------------------------------
Die X-Extent                                                          80 um
Number of core rows                                                      21
Core region area                                                  3420 um^2
FP Util                                                               0.280
Area enclosed by the die boundary                                 6400 um^2
Vertical die dimension                                                80 um
Num ports                                                                22

JOB
---------------------------------------------------------------------------
Number of violations of the max-capacitance limit                         0
OpenROAD warning count                                                   41

## power breakdown
| group | internal, mW | switching [mW] | leakage, nW |
|---|---|---|---|
| clock network | 0.180 | 0.106 | 0.0525 |
| logic | 0.457 | 0.342 | 0.579 |
| registers | 0.184 | 0.00888 | 0.0744 |
## logic make-up after synthesis
| logic type | synth area share |
|---|---|
| AND-OR/OR-AND | 0.0980 |
| adder cells (fa/ha/maj) | 0.157 |
| buffers and inverters | 0.0627 |
| other | 0.00392 |
| AND/OR/NAND/NOR | 0.124 |
| multiplexers | 0.0641 |
| flip-flops | 0.188 |
| XOR/XNOR | 0.302 |
## final timing paths
| path | start | cells past startpoint | slack [ns] | to |
|---|---|---|---|---|
| hold reg to reg | uut_correlation.Correct_guess[1]$_SDFF_PP0_ | 2 | 0.43 | uut_decision.internal_result[1]$_SDFF_PN0_ |
| hold / removal | Clock | 3 | 0.02 | uut_frequency_division.result_one_zero$_SDFFE_PP0P_ |
| setup / recovery | Second_Num[1] | 13 | -0.67 | uut_correlation.Correct_guess[1]$_SDFF_PP0_ |
| setup reg to reg | uut_frequency_division.counter[0]$_SDFFE_PP0P_ | 6 | 0.85 | uut_frequency_division.counter[0]$_SDFFE_PP0P_ |
## final cells by class
type / count / area, um^2 / area share
inverters: 16 / 60.1 / 0.0379
multi-input cells: 80 / 841 / 0.531
repair buffers: 45 / 388 / 0.245
flip-flops and latches: 9 / 180 / 0.114
clock buffers: 8 / 56.3 / 0.0356
well taps: 46 / 57.6 / 0.0364
## registers in the layout, summed over array words and instances (netlist names)
name,flops
uut_frequency_division.counter,3
uut_correlation.Correct_guess,2
uut_decision.internal_result,2
uut_frequency_division.result_one_zero,1
uut_winer.Out_wr,1
## metal layers
metal	share of wire	up-vias	GRT usage
li1	-	451	-
met1	0.49	383	0.0744
met2	0.42	28	0.0883
met3	0.096	0	0.0398
met4	0	0	0.0264
met5	0	-	0
## worst register-to-register path: stages (launching register included)
cell,delay [ns]
sky130_fd_sc_hd__dfxtp_1,0.32
sky130_fd_sc_hd__inv_1,0.08
sky130_fd_sc_hd__ha_1,0.24
sky130_fd_sc_hd__nand2_1,0.15
sky130_fd_sc_hd__nor3_1,0.06
sky130_fd_sc_hd__a21oi_1,0.13
sky130_fd_sc_hd__nor2_1,0.05
## cells in the final DEF, fill, tap and decap left out, types with 2 or more instances in the layout
cell type / n
sky130_fd_sc_hd__a21oi_1: 2
sky130_fd_sc_hd__buf_4: 23
sky130_fd_sc_hd__buf_6: 6
sky130_fd_sc_hd__clkbuf_4: 7
sky130_fd_sc_hd__clkdlybuf4s50_1: 12
sky130_fd_sc_hd__dfxtp_1: 9
sky130_fd_sc_hd__dlygate4sd2_1: 2
sky130_fd_sc_hd__ha_1: 9
sky130_fd_sc_hd__ha_4: 2
sky130_fd_sc_hd__inv_1: 16
sky130_fd_sc_hd__mux2i_1: 2
sky130_fd_sc_hd__mux2i_2: 2
sky130_fd_sc_hd__nand2_1: 8
sky130_fd_sc_hd__nor2_1: 5
sky130_fd_sc_hd__nor3_1: 3
sky130_fd_sc_hd__xnor2_1: 7
sky130_fd_sc_hd__xnor2_2: 2
sky130_fd_sc_hd__xor2_1: 6
sky130_fd_sc_hd__xor2_2: 7
## what timing repair did
item,in CTS,in global routing
setup endpoints to repair,2,2
gates resized,29,17
pin swaps,17,14
setup buffers,3,2
## through the flow
step                area, um^2  TNS (ns)  utilization  hold WS, ns
finish                    1580     -1.30        0.463       0.0233
global route              1580     -1.49        0.463       0.0364
CTS                       1480     -1.41        0.432       0.0231
detailed placement        1400     -2.83        0.409        0.115
global placement          1400     -2.75        0.409        0.114
floorplan                  986     -1.60            -        0.114
No activity file was given, so power comes from the tool's default toggle rates.
